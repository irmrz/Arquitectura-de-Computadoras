<file path="flow/run.sh">
#!/bin/bash
# OpenROAD 26Q1-2900-gdf79404cd8, Yosys 0.63+post, stock flow scripts
make -C /OpenROAD-flow-scripts/flow DESIGN_CONFIG=/design/flow/config.mk WORK_HOME=/design/flow/orfs finish
</file>
<file path="flow/config.mk">
export PLATFORM = sky130hd
export DESIGN_NAME = datapath
export DESIGN_NICKNAME = datapath
export VERILOG_FILES = /design/flow/design.v
export SDC_FILE = /design/flow/constraint.sdc
export NUM_CORES = 4
export LEC_CHECK = 1
export CORE_UTILIZATION = 40
export SYNTH_HDL_FRONTEND = slang
</file>
<file path="flow/constraint.sdc">
current_design datapath

set clk_period 88.5
set clk_io_pct 0.2

create_clock -name clk0 -period $clk_period [get_ports {clk}]

set non_clock_inputs [all_inputs -no_clocks]
set_input_delay [expr $clk_period * $clk_io_pct] -clock clk0 $non_clock_inputs
set_output_delay [expr $clk_period * $clk_io_pct] -clock clk0 [all_outputs]
</file>
<file path="flow/design.v">
module adder #(parameter N = 64)
					(input logic [N-1:0] a, b,
					output logic [N-1:0] y);
	assign y = a + b;
endmodule
module alu #(parameter N = 64)
			 (input  logic [N-1:0] a,
			  input  logic [N-1:0] b,
			  input  logic [3:0]  ALUControl,
			  output logic [N-1:0] result,
			  output logic 		 zero);
	always_comb
		begin
			casez (ALUControl)
				4'b0000 : result = a & b;
				4'b0001 : result = a | b;
				4'b0010 : result = a + b;
				4'b0110 : result = a - b;
				4'b0111 : result = b;
				default : result = '1;
			endcase;
			zero = result == '0 ? '1 : '0;
		end
endmodule
module execute #(parameter N = 64)
					(input logic 			 AluSrc,
					 input logic [3:0]    AluControl,
					 input logic [N-1:0]	 PC_E,
												 signImm_E,
												 readData1_E,
												 readData2_E,
					 output logic [N-1:0]  PCBranch_E,
												 aluResult_E,
												 writeData_E,
					 output logic 			 zero_E);
	logic [N-1:0] salida_mux, salida_shift_left;
	mux2 	#(N) mux_exec(readData2_E, signImm_E, AluSrc, salida_mux);
	sl2 	#(N) shift_left(signImm_E, salida_shift_left);
	adder #(N) adder_exec(PC_E, salida_shift_left, PCBranch_E);
	alu   #(N) alu_exec(readData1_E, salida_mux, AluControl, aluResult_E, zero_E);
	assign writeData_E = readData2_E;
endmodule
module fetch #(parameter N = 64)
				 (input  logic 		  PCSrc_F,
				  input  logic 		  clk,
				  input  logic 		  reset,
				  input  logic  [N-1:0] PCBranch_F,
				  output logic  [N-1:0] imem_addr_F);
	logic [N-1:0] salida_mux, salida_adder;
	mux2  #(N) mux2_1 (salida_adder, PCBranch_F, PCSrc_F, salida_mux);
	flopr #(N) flipflop (clk, reset, salida_mux, imem_addr_F);
	adder #(N) fetch_adder (imem_addr_F, N'('d4), salida_adder);
endmodule
module flopr 
			  #(parameter N = 64)
				(input  logic 			  clk,
				 input  logic          reset,
				 input  logic [N-1: 0] d,
				 output logic [N-1: 0] q);
	always_ff @(posedge clk, posedge reset)
		if (reset) q <= '0;
		else q <= d;
endmodule
module mux2 #(parameter N = 64)
				(input logic [N-1:0] d0, d1,
				input logic s,
				output logic [N-1:0] y);
	assign y = s ? d1 : d0;
endmodule
module regfile (input  logic        clk,
					 input  logic        we3,
					 input  logic [4:0]  ra1,
					 input  logic [4:0]  ra2,
					 input  logic [4:0]  wa3,
					 input  logic [63:0] wd3,
					 output logic [63:0] rd1,
					 output logic [63:0] rd2);
	logic [63:0] registers [0:31] = '{64'd0,64'd1,64'd2,64'd3,64'd4,64'd5,64'd6,64'd7,64'd8,64'd9,
	64'd10,64'd11,64'd12,64'd13,64'd14,64'd15,64'd16,64'd17,64'd18,64'd19,64'd20,64'd21,64'd22,
	64'd23,64'd24,64'd25,64'd26,64'd27,64'd28,64'd29,64'd30,64'd0};
	always_ff @(posedge clk)
		begin		
			if (wa3 !== 31 && we3 == 1)
				registers[wa3] = wd3;
		end
	assign rd1 = registers[ra1];
	assign rd2 = registers[ra2];
endmodule
module signext
					(input  logic [31:0] a,
					 output logic [63:0] y);
	logic [10:0] opcode; 
	always_comb
		begin
			opcode = a[31:21];
			casez(opcode)
				11'b101_1010_0??? : y = {{45{a[23]}}, a[23:5]};		 
				11'b111_1100_0010 : y = {{55{a[20]}}, a[20:12]};	 
				11'b111_1100_0000 : y = {{55{a[20]}}, a[20:12]};	 
				default : y = 64'b0;											 
			endcase 
		end
endmodule
module sl2 #(parameter N = 64)
				(input logic [N-1:0] a,					
				output logic [N-1:0] y);
	assign y[0] = 1'b0;
	assign y[1] = 1'b0;
	assign y[N-1:2] = a[N-3:0];
endmodule
module datapath #(parameter N = 64)
					(input logic reset, clk,
					input logic reg2loc,									
					input logic AluSrc,
					input logic [3:0] AluControl,
					input logic	Branch,
					input logic memRead,
					input logic memWrite,
					input logic regWrite,	
					input logic memtoReg,									
					input logic [31:0] IM_readData,
					input logic [N-1:0] DM_readData,
					output logic [N-1:0] IM_addr, DM_addr, DM_writeData,
					output logic DM_writeEnable, DM_readEnable );					
	logic PCSrc;
	logic [N-1:0] PCBranch, writeData_E, writeData3; 
	logic [N-1:0] signImm, readData1, readData2;
	logic zero;
	fetch 	#(64) 	FETCH 	(.PCSrc_F(PCSrc),
										.clk(clk),
										.reset(reset),
										.PCBranch_F(PCBranch),
										.imem_addr_F(IM_addr));								
	decode 	#(64) 	DECODE 	(.regWrite_D(regWrite),
										.reg2loc_D(reg2loc), 
										.clk(clk),
										.writeData3_D(writeData3),
										.instr_D(IM_readData), 
										.signImm_D(signImm), 
										.readData1_D(readData1),
										.readData2_D(readData2));				
	execute 	#(64) 	EXECUTE 	(.AluSrc(AluSrc),
										.AluControl(AluControl),
										.PC_E(IM_addr), 
										.signImm_E(signImm), 
										.readData1_E(readData1), 
										.readData2_E(readData2), 
										.PCBranch_E(PCBranch), 
										.aluResult_E(DM_addr), 
										.writeData_E(DM_writeData), 
										.zero_E(zero));											
	memory				MEMORY	(.Branch_M(Branch), 
										.zero_M(zero), 
										.PCSrc_M(PCSrc));
	writeback #(64) 	WRITEBACK (.aluResult_W(DM_addr), 
										.DM_readData_W(DM_readData), 
										.memtoReg(memtoReg), 
										.writeData3_W(writeData3));		
	assign DM_writeEnable = memWrite;
	assign DM_readEnable = memRead;
endmodule
module decode #(parameter N = 64)
					(input logic regWrite_D, reg2loc_D, clk,
					input logic [N-1:0] writeData3_D,
					input logic [31:0] instr_D,
					output logic [N-1:0] signImm_D, readData1_D, readData2_D); 
	logic [4:0] ra2;			
	mux2 	#(5) 	ra2mux		(.d0(instr_D[20:16]), .d1(instr_D[4:0]), .s(reg2loc_D), .y(ra2));
	regfile 		registers 	(.clk(clk), .we3(regWrite_D), .ra1(instr_D[9:5]), .ra2(ra2), .wa3(instr_D[4:0]), 
									.wd3(writeData3_D), .rd1(readData1_D), .rd2(readData2_D));
	signext 		ext			(.a(instr_D), .y(signImm_D));	
endmodule
module memory 	(input logic Branch_M, zero_M,					
					output logic PCSrc_M);
	assign PCSrc_M = Branch_M & zero_M;
endmodule
module writeback #(parameter N = 64)
					(input logic [N-1:0] aluResult_W, DM_readData_W,
					input logic memtoReg,
					output logic [N-1:0] writeData3_W);					
	mux2 #(64) MtoRmux (.d0(aluResult_W), .d1(DM_readData_W), .s(memtoReg), .y(writeData3_W));
endmodule
</file>
==> results_slide.txt <==
Flow Results at a Glance

Clock network
  • Clock Tree Root: sky130_fd_sc_hd__clkbuf_16
  • TritonCTS clock tree: yes
  • Postcts setup bufs: 0
  • Clock slew seen by the registers of the worst setup and hold paths: around 60 ps
  • Clock Tree Buf Depth: 4
  • Number of clock sinks: about 2100
  • Insertion delay at the late pin of the worst-skew pair: ~960 ps
  • Total clock buffers created by CTS: approximately 230
  • H-tree depth: 4
  • Hold-fix buffers, CTS: 0
  • Post-cts resize count: 0

STA
  • Setup ws final: 40840 ps
  • Min Tclk post-route: approximately 48000 ps
  • Final setup violation count: 0
  • Number of endpoints with negative hold slack in the final report: 0
  • Portion of the clock cycle consumed by the worst path in the final layout: 53.9%
  • Max-slew violation count: 2
  • Max Clock Freq: roughly 21 MHz
  • Setup repair after global routing missed its margin: false
  • Tightest Pin Transition: roughly 1500 ps
  • Fin Setup TNS: 0 ps
  • Clock skew after layout: approximately 82 ps
  • Headroom to the max-slew limit: -4.21%

Run
  • Number of OpenROAD warnings: around 40
  • Count of max-cap constraint violations: 1

Synthesis
  • Synthesis warning total: 0
  • Instance tally after logic synthesis: 10400
  • # Cells Yosys: ~10000
  • EDFF count, synth: slightly above 2000
  • Fraction of post-synthesis cell area in the top cell type by area: 50.4%
  • Total cell area reported by yosys after synthesis: around 120000 sq um
  • Synthesis-stage register bit count: between 2000 and 2500
  • Top cell type by total area after synthesis: sky130_fd_sc_hd__edfxtp_1
  • Synth Seq Share: 51.7%
  • Most common reg cell: sky130_fd_sc_hd__edfxtp_1
  • Count of unique library cells instantiated by Yosys: around 120
  • Fraction of registers with async set/reset: between 2 and 3%
  • Post-synthesis average cell area: approximately 12 sq um
  • Biggest area contributors in the synthesized netlist: sky130_fd_sc_hd__edfxtp_1 (50%), sky130_fd_sc_hd__mux4_2 (9.6%), sky130_fd_sc_hd__a21oi_1 (4.4%)
  • Cell area after synthesis: 122000 sq um

Global routing
  • Largest net degree at the start of global routing: ~110
  • First-pass GRT wire length: between 800000 and 900000 um
  • Aggregate global-route resource usage: ~44%
  • Residual overflow from global routing: 0
  • Vias in the first global route: around 110k
  • Initial antenna violation count: 70

Outcome
  • Status: finished with violations
  • Violated checks: capacitance limit, slew limit

Setup path
  • R2R depth: 51
  • Maximum net fanout on the critical path: between 60 and 70
  • Type of the worst setup path: in -> out
  • Worst reg2reg endpoint: FETCH.flipflop.q[62]
  • Cell with the largest stage delay on the worst path: sky130_fd_sc_hd__a2111oi_2
  • Crit end category: output pin
  • Cell repeated most along the worst path: sky130_fd_sc_hd__buf_4
  • Crit path required time: ~71000 ps
  • Worst stage delay on the critical path: ~1100 ps
  • Register-to-register setup slack: 73090 ps
  • Launching point of the worst reg2reg path: DECODE.registers.registers[1856]
  • Startpoint kind of the worst setup timing path: primary input
  • Worst EP arrival: 29960 ps

Placement
  • Worst slack at placement: roughly 42000 ps
  • Total placed cells including tap cells: roughly 14000
  • Detailed placer's ending HPWL: 405000 um
  • GPL Wtd Cong: about 1.1
  • Port buffer count: 296

Route
  • Remaining design rule violation count: 0
  • Antenna Violating Nets Remaining: 0
  • Drt total wl: 632000 um
  • Violation count after the first detailed-route iteration: between 10000 and 15000
  • First-pass iteration count of the detailed router: 9
  • Detailed-route vias per instance: ~7
  • Routed wirelength normalized by instance count: 42.3 um
  • Number of vias after detailed routing: about 110k

Hold path
  • Number of instances on the worst hold path: 1
  • Worst Hold End: FETCH.flipflop.q[2]
  • Launch instance of the worst min-delay path: FETCH.flipflop.q[2]
  • Hold crit path type: reg -> reg

Final layout
  • Fraction of final layout cells sized beyond drive strength 1: 15.4%
  • Most used logic cell in the final layout: sky130_fd_sc_hd__edfxtp_1
  • # fillers: roughly 26000
  • Post-Route Utilization: between 40% and 50%
  • Filler-free cell count of the finished design: between 10000 and 15000
  • Layout overhead on the synthesized area: 13.5%
  • Most frequent cells in the layout: sky130_fd_sc_hd__edfxtp_1 (2048), sky130_fd_sc_hd__a21oi_1 (1077), sky130_fd_sc_hd__nand2_1 (891), sky130_fd_sc_hd__mux4_2 (521), sky130_fd_sc_hd__buf_4 (513)

Die
  • # IOs: between 300 and 400
  • Starting utilization of the core area: roughly two fifths
  • Floorplan die area: between 300000 and 400000 sq um
  • Floorplan row count: between 200 and 250
  • Die y size: ~550 um
  • Horizontal die size: between 500 and 600 um
  • Area inside the core boundary: slightly above 300000 sq um

Power and ir drop
  • Overall power after layout: approximately 2700 uW
  • Ratio of total power to cell area: 19.3 nW/um^2
  • Leakage: 0.0467 uW
  • Peak supply drop: between 0.015 and 0.02 mV
synth_stat cells (all sizes together), types with 46 or more instances:
master,n
nand4,63
o31ai,58
o21ai,477
a22oi,311
a221oi,58
o221ai,70
nor2b,134
and3,46
xor2,71
xnor2,92
edfxtp,2048
dfrtp,62
o22ai,181
o211ai,151
and2,75
or2,46
a21oi,1083
buf,564
a211oi,405
mux2,80
inv,135
clkbuf,326
a31oi,167
nand2,897
nor2,409
mux2i,241
ha,127
o21bai,69
nand2b,384
nand3,174
nor3,88
a21o,154
mux4,521
cells by family (layout without fill, tap and decap cells):
kind of cell	Yosys count	count (layout)	share of synthesized area [%]
muxes	842	842	12.3
DFF	2110	2110	51.7
buffers and inverters	1026	1377	3.98
AOI/OAI and AO/OA	3666	3666	19.8
xor gates and xnor gates	165	165	1.21
other	1	223	0.00307
adders and majority gates	133	133	1.37
and+or+nand+nor	2429	2429	9.63
worst max-delay path, delay by kind of cell:
kind,cells,cell delay (ps)
AND/OR/NAND/NOR,9,3340
AND-OR/OR-AND,14,4240
adder cells (fa/ha/maj),2,690
buffers and inverters,8,3580
XOR/XNOR,1,170
stage by stage:
| stage | hold slack [ps] | cell area [sq um] |
|---|---|---|
| after floorplan | 456 | 122000 |
| after CTS | 568 | 138000 |
| after global routing | 590 | 138000 |
| after detailed placement | 555 | 131000 |
| final | 582 | 139000 |
| after global placement | 569 | 131000 |
state kept, by name (all words and copies together), names as in the netlist:
name,flops
DECODE.registers.registers,2048
FETCH.flipflop.q,62
metal layers:
metal  track usage, %  vias to the layer above  part of all wire [%]
met5             21.1                        -                   1.3
met4             31.5                      154                   9.3
met3             39.7                     2853                    22
met2             54.7                    10500                    39
met1             43.1                    50800                    29
li1                 -                    41800                     -
how the worst max path moves through the flow:
stage         slack [ps]  cells after the start            start           to
global route       40860                     34  IM_readData[17]  DM_addr[61]
finish             40840                     34  IM_readData[17]  DM_addr[56]
CTS                41620                     36  IM_readData[17]  DM_addr[63]
final cells by class:
type / count / area (sq um) / share of cell area [%]
flip-flops and latches: 2110 / 63100 / 45.5
multi-input cells: 7301 / 55200 / 39.8
repair buffers: 823 / 7160 / 5.17
clock buffers: 278 / 5970 / 4.31
well taps: 3978 / 4980 / 3.59
clock inverters: 140 / 1260 / 0.908
inverters: 136 / 548 / 0.396
diodes: 157 / 393 / 0.284
where the power goes:
group	total, uW	internal (uW)	leakage, uW	switching (uW)
logic	573	168	0.0238	405
registers	1130	1130	0.0194	5.52
clock network	962	540	0.00353	422
Power figures rest on the tool's default switching activity, not on a simulated workload.
