[design/flow/config.mk]
export PLATFORM = sky130hd
export DESIGN_NAME = imem
export DESIGN_NICKNAME = imem
export VERILOG_FILES = /design/flow/design.v
export SDC_FILE = /design/flow/constraint.sdc
export NUM_CORES = 4
export LEC_CHECK = 1
export CORE_AREA = 10 10 103 103
export DIE_AREA = 0 0 113 113
export SYNTH_HDL_FRONTEND = slang
[design/flow/constraint.sdc]
current_design imem

set clk_period 2.3
set clk_io_pct 0.2

create_clock -name clk0 -period $clk_period

set non_clock_inputs [all_inputs -no_clocks]
set_input_delay [expr $clk_period * $clk_io_pct] -clock clk0 $non_clock_inputs
set_output_delay [expr $clk_period * $clk_io_pct] -clock clk0 [all_outputs]
[design/flow/design.v]
module imem
				#(parameter N = 32)
				 (input  logic [5:0]   addr,
				  output logic [N-1:0] q   );
	logic [N-1:0] ROM [0:63];
	initial
		begin
			ROM = '{default:0};
		end
	assign ROM [0:46] ='{    		32'hf8000001,
											32'hf8008002,
											32'hf8000203,
											32'h8b050083,
											32'hf8018003,
											32'hcb050083,
											32'hf8020003,
											32'hcb0a03e4,
											32'hf8028004,
											32'h8b040064,
											32'hf8030004,
											32'hcb030025,
											32'hf8038005,
											32'h8a1f0145,
											32'hf8040005,
											32'h8a030145,
											32'hf8048005,
											32'h8a140294,
											32'hf8050014,
											32'haa1f0166,
											32'hf8058006,
											32'haa030166,
											32'hf8060006,
											32'hf840000c,
											32'h8b1f0187,
											32'hf8068007,
											32'hf807000c,
											32'h8b0e01bf,
											32'hf807801f,
											32'hb4000040,
											32'hf8080015,
											32'hf8088015,
											32'h8b0103e2,
											32'hcb010042,
											32'h8b0103f8,
											32'hf8090018,
											32'h8b080000,
											32'hb4ffff82,
											32'hf809001e,
											32'h8b1e03de,
											32'hcb1503f5,
											32'h8b1403de,
											32'hf85f83d9,
											32'h8b1e03de,
											32'h8b1003de,
											32'hf81f83d9,
											32'hb400001f };
	assign q = ROM[addr];
endmodule
[design/flow/run.sh]
#!/bin/bash
# OpenROAD 26Q1-2900-gdf79404cd8, Yosys 0.63+post, stock flow scripts
make -C /OpenROAD-flow-scripts/flow DESIGN_CONFIG=/design/flow/config.mk WORK_HOME=/design/flow/orfs finish
==> results.txt <==
The following summarizes the physical implementation.

Synthesis
Per Yosys stat, the portion of area used by sequential elements is 0. The post-synthesis cell area is 0.001463 mm2. The cell type with the largest total area after synthesis is sky130_fd_sc_hd__ha_1. The area share of the leading cell type in the synthesized netlist is 0.1027. In the synthesized netlist, the cells that appear most often are sky130_fd_sc_hd__a21oi_1 (21), sky130_fd_sc_hd__nand2_1 (19), sky130_fd_sc_hd__nor2_1 (16), sky130_fd_sc_hd__o21ai_1 (16), sky130_fd_sc_hd__ha_1 (12). The synthesized chip area reported by yosys is 0.001463 mm2. Synthesis produced a netlist whose cell count is 229. By area the synthesized netlist is led by sky130_fd_sc_hd__ha_1 (10%), sky130_fd_sc_hd__a21oi_1 (7.2%), sky130_fd_sc_hd__o21ai_1 (5.5%), sky130_fd_sc_hd__nand2_1 (4.9%), sky130_fd_sc_hd__mux2i_1 (4.8%).

The count of synthesis-stage warnings from yosys is 0. The synthesized netlist contains 51 unique library cells. The yosys stat cell total is 229. For reference, the post-synthesis area per instance comes to 6.387 um2.

The most numerous cell in the Yosys netlist is sky130_fd_sc_hd__a21oi_1.

Timing
The total of endpoints with negative setup slack in the final report is 4. In the post-route analysis, the smallest setup slack over all paths is -0.07794 ns. The flow reports an fmax of 420.5 MHz. Counting I/O delays and the setup requirement, the final critical path takes 2.378 ns. Setup repair after global routing could not meet its margin everywhere. Dividing the final minimum period by the clock period gives 1.034. The total count of max-transition violations in the final report is 0.

Counting endpoints that fail hold in the final report gives 0. Adding up every negative setup slack in the final design gives -0.1721 ns. The measured slew at the worst slew-check pin is 0.3357 ns. Per the slew report, the remaining headroom to the max-slew limit stands at 0.7745.

Flow run
The warning total across the stage logs is 43. In this run the maximum-capacitance check reported violations numbering 0.

Cells and area
Registers take 0 um2. The proportion of layout cells with a drive suffix above 1 is 0.6334. The number of cells in the finished layout apart from fillers is 476. The fill cell instance count of the final layout is 743.

The number of clock buffers in the layout is 0. The flow measured a signed area growth from synthesis to layout of 137.9%. The number of sequential cells reported for the layout is 0.

Critical path
The data arrival at the endpoint of the critical path is 1.92 ns. The destination of the critical timing path is q[5]. The largest fanout on the critical path is 6. Counting stages on the worst path, the most repeated cell is sky130_fd_sc_hd__buf_12. For reference, the critical path is launched at addr[0]. The slowest stage of the critical path belongs to the cell sky130_fd_sc_hd__ha_4. The maximum cell stage delay along the critical path is 0.18 ns. The worst setup path is launched from a primary input.

For reference, the most critical setup path is categorized as primary input to output port. In this run the critical path is formed by buf_8 -> buf_12 -> ha_4 -> buf_12 -> buf_6 -> mux2i_1 -> o22ai_2 -> buf_4 -> a32oi_1 -> o21ai_1 -> dlymetal6s2s_1. The endpoint kind of the worst setup timing path is an output port. The required time at the worst endpoint is listed as 1.84 ns.

Floorplanning
The chip occupies 0.01277 mm2. The vertical die dimension reported for this design is 113 um. The initial standard-cell utilization of the core is 0.1762. According to the floorplan log, the row count is 33.

The I/O pin count is 38. The core footprint is 0.008299 mm2. The horizontal die dimension reported for this design is 113 um.

Global route
The number of global-route vias before repair came to 2538. The initial antenna violation count is 0. The total track usage is 0.1303. The global-route wire length before repair is 13960 um.

The global-route congestion overflow total is 0. Entering global routing, the biggest net connects 12 pins.

Drt
Once detail routing completed, the nets flagged for antenna violations numbered 0. The final antenna diode count is 0. TritonRoute reported its final design rule violation total as 0. The detailed-routing iteration count for the pre-antenna-repair pass is 5.

The routed design shows a wire length per standard cell of 19.20 um. The violation tally recorded at the end of detailed-routing iteration 0 is 311. Dividing the detail-routed via count by the number of cells gives 5.378.

The detailed-route via count is 2560. The detailed-route wire length is 9141 um.

Power and ir drop
Internal power comes to 379.6 uW. The static power due to leakage is 1.611 nW. Per the summary, power density relative to cell area is 202.2 mW/mm2.

The power report attributes to the combinational group a share of 1.000. The worst ir drop on vdd is 0.00008885 V. The total power of the final layout is 703.4 uW. The power report attributes to the clock group a share of 0. The power report attributes to the sequential group a share of 0.

The net switching power in the latest report is 323.8 uW. The switching portion of total power comes to 0.4604.

Place
The congestion estimate from routability-driven global placement came to 0.9806. The number of port buffers is 38. The cell count after placement is 427.

In the placement report, post-DP HPWL is listed as 5890 um.

Worst hold path
The worst min-delay path category is primary input to output port. Counting instances, the worst hold path has a depth of 4.

CTS
The number of buffers inserted by hold repair at cts is 0.

Outcome
The run finished, with violations left. The final reports fail on setup timing.
==> worst max-delay path: cells and delay by family <==
kind                       cells  cell delay [ns]
AOI/OAI and AO/OA              3             0.36
adders and majority gates      1             0.18
buffers and inverters          6             0.77
muxes                          1             0.15
==> stage by stage <==
| step | utilization | setup slack [ns] | hold WS, ns | instance area [um2] |
|---|---|---|---|---|
| 6_report | 0.4193 | -0.07794 | 1.413 | 3480 |
| 5_1_grt | 0.4193 | -0.1458 | 1.458 | 3480 |
| 4_1_cts | 0.3869 | -0.2161 | 1.411 | 3211 |
| 3_5_place_dp | 0.3003 | -0.8825 | 2.055 | 2492 |
| 3_3_place_gp | 0.3003 | -0.8459 | 2.051 | 2492 |
| 2_1_floorplan | - | 0.04683 | 1.047 | 1464 |
==> cells in the final DEF (no fill, tap or decap), types with 5 or more instances in the layout <==
master / n
sky130_fd_sc_hd__a21oi_1: 10
sky130_fd_sc_hd__a21oi_2: 10
sky130_fd_sc_hd__buf_12: 7
sky130_fd_sc_hd__buf_2: 13
sky130_fd_sc_hd__buf_4: 101
sky130_fd_sc_hd__buf_6: 22
sky130_fd_sc_hd__dlygate4sd2_1: 15
sky130_fd_sc_hd__ha_4: 9
sky130_fd_sc_hd__inv_2: 6
sky130_fd_sc_hd__mux2i_1: 5
sky130_fd_sc_hd__nand2_1: 17
sky130_fd_sc_hd__nor2_1: 11
sky130_fd_sc_hd__o211ai_1: 6
sky130_fd_sc_hd__o21ai_1: 15
sky130_fd_sc_hd__o21ai_2: 5
==> power by group through the flow <==
stage	sequential, mW	combinational [mW]	clock, mW
CTS	0	0.625	0
global route	0	0.746	0
finish	0	0.703	0
==> layout make-up <==
cell class	instances	area (um2)	area share
Multi-Input combinational cell	190	1738	0.4995
Inverter	9	46.29	0.01330
Timing Repair Buffer	172	1564	0.4495
Tap cell	105	131.4	0.03776
==> routing by layer <==
layer  GRT usage  vias to the layer above  routed length, um
li1            -                     1144                  -
met1      0.1739                     1214               3845
met2      0.2112                      189               4217
met3     0.02991                       13                929
met4     0.02284                        0                148
met5           0                        -                  0
==> worst min-delay path by stage <==
stage	from	end	slack (ns)
after CTS	addr[4]	q[7]	1.41
after global routing	addr[4]	q[7]	1.46
final	addr[4]	q[7]	1.41
==> logic make-up (layout without fill, tap and decap cells) <==
kind of cell               count (synthesis)  count (layout)  share of synthesized area
AOI/OAI and AO/OA                        100             100                     0.4645
adders and majority gates                 12              12                     0.1026
muxes                                      8               8                    0.05560
buffers and inverters                     39             181                     0.1394
and+or+nand+nor                           70              70                     0.2378
==> repair_timing <==
item / CTS / global route
pin swaps: 38 / 34
resized: 192 / 46
gates cloned: 3 / 0
endpoints found under the hold margin: 0 / 0
buffers inserted: 33 / 13
setup endpoints to repair: 32 / 16
Power figures rest on the tool's default switching activity, not on a simulated workload.
